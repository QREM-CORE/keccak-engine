$ cat /design/flow/constraint.sdc
current_design keccak_output_unit

set clk_period 73.6
set clk_io_pct 0.2

create_clock -name clk0 -period $clk_period

set non_clock_inputs [all_inputs -no_clocks]
set_input_delay [expr $clk_period * $clk_io_pct] -clock clk0 $non_clock_inputs
set_output_delay [expr $clk_period * $clk_io_pct] -clock clk0 [all_outputs]
$ cat /design/flow/run.sh
#!/bin/bash
# OpenROAD 26Q1-2900-gdf79404cd8, Yosys 0.63+post, stock flow scripts
make -C /OpenROAD-flow-scripts/flow DESIGN_CONFIG=/design/flow/config.mk WORK_HOME=/design/flow/orfs finish
$ cat /design/flow/config.mk
export PLATFORM = sky130hd
export DESIGN_NAME = keccak_output_unit
export DESIGN_NICKNAME = keccak_output_unit
export VERILOG_FILES = /design/flow/design.v
export SDC_FILE = /design/flow/constraint.sdc
export NUM_CORES = 4
export LEC_CHECK = 1
export CORE_AREA = 10 10 730 730
export DIE_AREA = 0 0 740 740
$ cat /design/flow/design.v
package keccak_pkg;
    parameter int BYTE_SIZE = 8;
    parameter int DWIDTH = 256;  
    parameter int DATA_BYTE_NUM = DWIDTH/8;
    parameter int KEEP_WIDTH = DWIDTH/8;  
    parameter int X_WIDTH = $clog2(ROW_SIZE);
    parameter int Y_WIDTH = $clog2(COL_SIZE);
    typedef enum {
        SHA3_256,
        SHA3_512,
        SHAKE128,
        SHAKE256
    } keccak_mode;
    parameter int MODE_NUM = 4;
    parameter int MODE_SEL_WIDTH = $clog2(MODE_NUM);
    parameter int CAPACITY_WIDTH = 11;
    parameter int RATE_WIDTH = 11;
    parameter int SUFFIX_WIDTH = BYTE_SIZE;
    parameter int SUFFIX_LEN_WIDTH = 3;
    parameter int BYTE_ABSORB_WIDTH = 8;
    typedef enum {
        IDLE_STEP,
        ZERO_STEP,
        THETA_STEP,
        RHO_STEP,
        PI_STEP,
        CHI_STEP,
        IOTA_STEP
    } keccak_step_t;
    parameter int LANE_SIZE = 64;
    parameter int ROW_SIZE  = 5;
    parameter int COL_SIZE  = 5;
    parameter int STEP_NUM = 5;
    parameter int STEP_SEL_WIDTH = $clog2(STEP_NUM);
    parameter int ROUND_INDEX_SIZE = 5;
    parameter int MAX_ROUNDS = 24;
    parameter int L_SIZE = 7;
endpackage : keccak_pkg
`default_nettype none
`timescale 1ns / 1ps
import keccak_pkg::*;
module keccak_output_unit (
    input  logic [ROW_SIZE-1:0][COL_SIZE-1:0][LANE_SIZE-1:0] state_array_i,
    input  wire  [MODE_SEL_WIDTH-1:0]       keccak_mode_i,
    input  wire  [RATE_WIDTH-1:0]           rate_i,
    input  wire  [BYTE_ABSORB_WIDTH-1:0]    bytes_squeezed_i,       
    output logic [BYTE_ABSORB_WIDTH-1:0]    bytes_squeezed_o,       
    output logic                            squeeze_perm_needed_o,  
    output logic [DWIDTH-1:0]               data_o,                 
    output logic [DWIDTH/8-1:0]             keep_o,                 
    output logic                            last_o                  
);
    assign bytes_squeezed_o = bytes_squeezed_i + (DWIDTH / 8);
    logic [1599:0] state_linear;
    always_comb begin
        for (int y = 0; y < 5; y++) begin
            for (int x = 0; x < 5; x++) begin
                state_linear[(x + 5*y) * 64 +: 64] = state_array_i[x][y];
            end
        end
    end
    logic [10:0] start_bit_idx;
    assign start_bit_idx = bytes_squeezed_i * 8;
    always_comb begin
        data_o = 'b0;
        data_o = state_linear[start_bit_idx +: DWIDTH];
    end
    logic [RATE_WIDTH-1:0] bytes_remaining_in_rate;
    assign bytes_remaining_in_rate = (rate_i >> 3) - bytes_squeezed_i;
    always_comb begin
        if (bytes_remaining_in_rate >= (DWIDTH/8)) begin
            keep_o = '1;  
        end else begin
            keep_o = (1 << bytes_remaining_in_rate) - 1;
        end
    end
    assign squeeze_perm_needed_o = (bytes_remaining_in_rate <= (DWIDTH/8));
    always_comb begin
        case (keccak_mode_i)
            SHA3_256: last_o = (bytes_squeezed_o >= 32);
            SHA3_512: last_o = (bytes_squeezed_o >= 64);
            default:  last_o = 1'b0;
        endcase
    end
endmodule
`default_nettype wire
==> flow_summary.ini <==
; implementation run metrics
[outcome]
status = finished with violations
violations = max-capacitance violations, max-slew violations

[worst_setup_path]
cp.depth = 17
critPathMaxStageDelay_ns = 0.74
path_common_cell = buf_4
crit_buf_inv = 10
crit_fanout = 57
end_kind = primary output
cp_top_family = buffers and inverters
crit_type = input pin to primary output
crit_required_ns = 58.88
cp-endpoint = data_o[203]
startpoint = bytes_squeezed_i[1]
crit_arrival_ns = 23.21
cp_cell_sequence = buf_16 > buf_4 > buf_4 > buf_4 > buf_4 > buf_4 > buf_4 > buf_4 > mux4_2 > mux2i_1 > o22a_1 > o221a_2 > nor2_1 > a2111oi_0 > buf_4 > o211ai_1 > clkdlybuf4s50_1
worstSetupStartpointType = input pin
cpMaxStageDelayCell = buf_4

[synth]
yosys_warnings = 1
ys_cells = 10951
yosysChipArea_mm2 = 0.09559
aoi_share = 0.2084
topCombFamilyByArea = multiplexers
mux_share = 0.5885
syn-cell-area_mm2 = 0.09559
ys_sh_simple = 0.1273
xor_share = 0.001099
synth.distinct_cells = 93
adder_share = 0.001780
yosysSeqAreaShare = 0
syn_avg_cell_area_um2 = 8.729
postSynthCellCount = 10951

[placed_design]
dp_hpwl_um = 1101000
numPortBuffers = 1916
placed_area_mm2 = 0.1234
place.gp.congestion = 1.191

[detailed_routing]
drtPass1Iterations = 10
detailroute.via_count = 133243
vias_per_cell = 6.598
drc = 0
finalWirelength_um = 1303000
ant_nets = 0
routedWlPerCell_um = 64.54
drt_iter0_markers = 19798

[job]
drv_cap = 3
warnings = 49

[grt]
grt_max_degree = 104
grt_usage = 0.4664
grt_pass1_wl_um = 1580000
antenna_found_initial = 893
grt-ovfl-total = 0
grt_pass1_vias = 120243

[floorplan]
fp_util = 0.1850
fp.dieW_um = 740
die_h_um = 740
row_count = 264
boundaryPins = 1919
dieArea_mm2 = 0.5476
core_mm2 = 0.5166

[sta]
worst_slew_pin_slew_ns = 1.643
max-slew-margin-rel = -0.1265
finalCritPeriodShare = 0.5154
fin_crit_ns = 37.93
final_hold_viol_count = 0
fin_tns_setup_ns = 0
slew_viol_final = 5
fmax_mhz = 26.36
setup_violations = 0
rsz0062_at_grt = false

[power]
power_density_mw_per_mm2 = 11.76
power_mw = 1.478
leakage_nw = 44.31
vdd_drop_max_mv = 0.005296

[final_layout]
layout-drive-gt1-share = 0.2653
num-clock-buffers = 0
utilization = 0.2432
fill_cells = 56591
flops = 0
synthToLayoutAreaGrowth_pct = 31.46
regArea_um2 = 0
design_area_mm2 = 0.1257

[clock_network]
ctsResizeCount = 0
cts_setup_buffers = 0
cts-hold-fix-buffers = 0

[min_path]
hold_class = input pin to primary output
==> layer usage <==
metal | up-vias | track usage | share of wire
li1 | 48178 | - | -
met1 | 67769 | 0.5153 | 0.35
met2 | 13610 | 0.5262 | 0.34
met3 | 3268 | 0.4302 | 0.21
met4 | 418 | 0.3235 | 0.086
met5 | - | 0.2624 | 0.011
==> per-stage QoR <==
step	std cells	worst slack, ns	hold WS (ns)
after floorplan	10951	39.24	29.45
after global placement	19289	35.77	30.09
after detailed placement	19289	35.83	30.09
after CTS	19289	35.85	30.09
after global routing	19911	35.31	30.10
final	20194	35.67	30.08
==> report_power, final <==
| group | switching (mW) | internal, mW | total (mW) |
|---|---|---|---|
| logic | 0.999 | 0.479 | 1.48 |
| clock network | 0 | 0.000000133 | 0.000000139 |
| registers | 0 | 0 | 0 |
==> cells in the mapped netlist (157+ instances only) <==
cell      count  area (µm²)
mux4_2     1427       32140
nand2_1    1510        5668
o22ai_1     569        3560
clkbuf_1    421        1580
buf_4       196        1471
a21oi_1     434        2172
nor2_1      915        3435
mux2i_1    1438       14390
mux2_2      858        9662
o211ai_1    157        1179
buf_2       420        2102
a211oi_1    171        1284
o21ai_0     604        3023
==> worst min-delay path by stage <==
stage | start | to | slack, ns | cells after the start
CTS | bytes_squeezed_i[4] | bytes_squeezed_o[4] | 30.09 | 2
global route | bytes_squeezed_i[4] | bytes_squeezed_o[4] | 30.10 | 2
finish | bytes_squeezed_i[4] | bytes_squeezed_o[4] | 30.08 | 2
==> cell families after synthesis <==
kind of cell / count (synthesis)
compound gates: 2934
xor+xnor: 12
fa+ha+maj: 13
buf+inv: 1315
mux: 3726
simple gates: 2951
==> cell usage in the layout, fill, tap and decap left out, types with 21 or more instances in the layout <==
cell / instances
a22o_1: 49
mux2_2: 858
nor2_1: 875
o221ai_1: 98
and3_1: 30
inv_1: 22
a221o_1: 74
o2bb2ai_1: 39
mux2i_1: 1431
o22ai_1: 569
diode_2: 905
a21oi_1: 433
clkdlybuf4s50_1: 1908
o22a_1: 56
buf_4: 774
a22oi_1: 119
o2111ai_1: 24
o21a_1: 27
nand3_1: 113
a211o_1: 63
a211oi_1: 170
a221oi_1: 139
a31oi_1: 34
nand4_1: 33
or3_1: 41
o21ai_0: 592
a2bb2oi_1: 31
o221a_2: 22
nand2b_1: 24
o21ai_1: 21
mux4_2: 1427
nand2_1: 1483
o211ai_1: 157
nor3_1: 118
and2_1: 42
nor2_2: 26
==> area by class of cell <==
class,instances,area [µm²],share of cell area
Timing Repair Buffer,2707,25400,0.2022
Tap cell,6916,8653,0.06886
Multi-Input combinational cell,9636,89200,0.7098
Inverter,30,147.6,0.001175
Antenna cell,905,2265,0.01802
